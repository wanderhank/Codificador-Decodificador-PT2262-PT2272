<file path="./run.sh">
#!/bin/bash
# OpenROAD 26Q1-2900-gdf79404cd8, Yosys 0.63+post, stock flow scripts
make -C /OpenROAD-flow-scripts/flow DESIGN_CONFIG=/design/flow/config.mk WORK_HOME=/design/flow/orfs finish
</file>
<file path="./config.mk">
export PLATFORM = sky130hd
export DESIGN_NAME = codificador_pt2262
export DESIGN_NICKNAME = codificador_pt2262
export VERILOG_FILES = /design/flow/design.v
export SDC_FILE = /design/flow/constraint.sdc
export NUM_CORES = 4
export LEC_CHECK = 1
export CORE_AREA = 10 10 96 96
export DIE_AREA = 0 0 106 106
</file>
<file path="./constraint.sdc">
current_design codificador_pt2262

set clk_period 1.8
set clk_io_pct 0.2

create_clock -name clk0 -period $clk_period [get_ports {clk}]

set non_clock_inputs [all_inputs -no_clocks]
set_input_delay [expr $clk_period * $clk_io_pct] -clock clk0 $non_clock_inputs
set_output_delay [expr $clk_period * $clk_io_pct] -clock clk0 [all_outputs]
</file>
<file path="./design.v">
module clock_12k (
	input logic clk,
	input logic reset,
	output logic osc_12
	);
	logic [6:0] counter;
	always_ff @(posedge clk) begin
    if (reset) begin
      osc_12 <= 1'b1;
      counter <= 1'b0;
    end else begin
      if (counter == 8'd124) begin
        counter <= 1'b0;
        osc_12 <= ~osc_12;
      end else begin
        counter <= counter + 1'b1;
      end
    end
  end
endmodule
module codificador_pt2262 (
	input clk,  
	input reset,  
	input [7:0] A,  
	input [3:0] D,  
	output logic sync,  
	output logic cod_o   
	);
  logic [7:0] A_01, A_F;
	comp_endereco inst_comp_endereco (.A(A), .A_01(A_01), .A_F(A_F));
  clock_12k inst_freq_div (.clk(clk), .reset(reset), .osc_12(osc_12));
	localparam logic [0:31] Bit_0 = 32'b1111_0000_0000_0000_1111_0000_0000_0000;
	localparam logic [0:31] Bit_1 = 32'b1111_1111_1111_0000_1111_1111_1111_0000;
	localparam logic [0:31] Bit_F = 32'b1111_0000_0000_0000_1111_1111_1111_0000;
  localparam logic [0:127] Sync = {4'b1111,{124{1'b0}}};
	typedef enum logic [2:0] {COD_A, COD_D, SEND_SYNC} state;
	state current_state, next_state;
  logic [1:0] counterD_s, counterD_ff;
  logic [2:0] counterA_s, counterA_ff;
  logic [4:0] bit_counter_s, bit_counter_ff;
  logic [6:0] sync_counter_s, sync_counter_ff;
  logic [0:3] regD;
  always_ff @(posedge osc_12 or posedge reset) begin
    if (reset) begin
      sync_counter_ff <= 1'b0;
      counterA_ff <= 1'b0;
      counterD_ff <= 1'b0;
      bit_counter_ff <= 1'b0;
      current_state <= COD_A;
    end else begin
      sync_counter_ff <= sync_counter_s;
      counterA_ff <= counterA_s;
      counterD_ff <= counterD_s;
      bit_counter_ff <= bit_counter_s;
      current_state <= next_state;
    end
  end
  always_comb begin
    if (reset) begin
      next_state = COD_A;
      regD = 4'b0;
      counterA_s = 3'b0;
      counterD_s = 2'b0;
      bit_counter_s = 5'b0;
      sync_counter_s = 7'b0;
      sync = 1'b0;
      cod_o = 1'b0;
    end else begin
      sync = 1'b0;
      counterA_s = 1'b0;
      counterD_s = 3;
      next_state = current_state;
      bit_counter_s = 1'b0;
      sync_counter_s= 1'b0;
      regD = D;
      cod_o = 1'b0;
      case (current_state)
        COD_A: begin
          bit_counter_s = bit_counter_ff + 1;
          counterA_s  = counterA_ff;
          if (bit_counter_ff == 31) begin
            counterA_s = counterA_ff + 1;
          end
          cod_o = (A_F[counterA_ff] == 1'b1) ? Bit_F[bit_counter_ff] :
                  (A_01[counterA_ff] == 1'b1) ? Bit_1[bit_counter_ff] : Bit_0[bit_counter_ff];
          if (counterA_ff == 7 && bit_counter_ff == 31) begin
            next_state = COD_D;
          end
        end
        COD_D: begin
          bit_counter_s = bit_counter_ff + 1;
          counterD_s  = counterD_ff;
          if (bit_counter_ff == 31) begin
            counterD_s = counterD_ff - 1;
          end
          cod_o = (regD[counterD_ff] == 1'b1) ? Bit_1[bit_counter_ff] : Bit_0[bit_counter_ff];
          if (counterD_ff == 0 && bit_counter_ff == 31) begin
            next_state = SEND_SYNC;
          end
        end
        SEND_SYNC: begin
          sync = 1'b1;
          sync_counter_s = sync_counter_ff + 1;
          cod_o = Sync[sync_counter_ff];
          if (sync_counter_ff == 127) begin
            sync_counter_s = 0;
            next_state = COD_A;
          end
        end
      endcase
    end
  end
endmodule
module comp_endereco(
input [7:0] A, 		 
output reg [7:0] A_01, 	 
output reg [7:0] A_F   	 
);
integer i;
always_comb
begin
	for(i=0; i<8; i=i+1)
	begin
		if(A[i]===1'bz)
		begin
			A_01[i]=1'bx;
			A_F[i] =1'b1;
		end
		else
		begin
			A_01[i]=A[i];
			A_F[i] =1'b0;
		end
	end
end
endmodule
</file>
==> flow_results.xml <==
<?xml version="1.0" encoding="UTF-8"?>
<metrics>
  <group name="status">
    <metric name="result_of_the_run" unit="">finished, final reports clean</metric>
  </group>
  <group name="synthesis">
    <metric name="top_cells_by_count" unit="">sky130_fd_sc_hd__nor2_1 (20), sky130_fd_sc_hd__dfrtp_1 (19), sky130_fd_sc_hd__nand2_1 (12)</metric>
    <metric name="synth_cell_types" unit="">29</metric>
    <metric name="instance_tally_after_logic_synthesis" unit="">133</metric>
    <metric name="edf_count" unit="">0</metric>
    <metric name="mappedNetlistArea" unit="µm²">1321</metric>
    <metric name="yosysChipArea" unit="µm²">1321</metric>
    <metric name="synthesis.area_per_instance" unit="µm²">9.934</metric>
    <metric name="ys_top_cells_by_area" unit="">sky130_fd_sc_hd__dfrtp_1 (36%), sky130_fd_sc_hd__dfxtp_1 (12%), sky130_fd_sc_hd__ha_1 (7.6%), sky130_fd_sc_hd__nor2_1 (5.7%), sky130_fd_sc_hd__xnor2_1 (4.0%)</metric>
    <metric name="ys_seq_share" unit="">0.5009</metric>
    <metric name="ys_cells" unit="">133</metric>
    <metric name="postSynth.asyncResetShare" unit="">0.7143</metric>
    <metric name="synth_top_cell_by_area" unit="">sky130_fd_sc_hd__dfrtp_1</metric>
    <metric name="yosysTopAreaCellShare" unit="">0.3598</metric>
    <metric name="yosysMostFrequentCell" unit="">sky130_fd_sc_hd__nor2_1</metric>
    <metric name="synth_flops" unit="">28</metric>
    <metric name="yosys_synthesis_warning_count" unit="">5</metric>
    <metric name="synthFlopType" unit="">sky130_fd_sc_hd__dfrtp_1</metric>
  </group>
  <group name="power">
    <metric name="p_leak" unit="nW">0.6547</metric>
    <metric name="pint" unit="mW">0.3497</metric>
    <metric name="power_frac_clock" unit="">0.465</metric>
    <metric name="max-vdd-ir-drop" unit="V">0.0005107</metric>
    <metric name="power_switching" unit="mW">0.09416</metric>
    <metric name="p_sw_frac" unit="">0.2121</metric>
    <metric name="power_density" unit="nW/µm²">281.3</metric>
    <metric name="total_power" unit="mW">0.4439</metric>
    <metric name="power.sequential.fraction" unit="">0.426</metric>
    <metric name="power.share.combinational" unit="">0.109</metric>
  </group>
  <group name="clock_tree">
    <metric name="worst_skew_pair.late_latency" unit="ns">0.22</metric>
    <metric name="clockBufferDepth" unit="">2</metric>
    <metric name="h-tree-depth" unit="">1</metric>
    <metric name="path_clk_slew" unit="ns">0.04</metric>
    <metric name="cts_made_buffers" unit="">3</metric>
    <metric name="post_cts_resize_count" unit="">8</metric>
    <metric name="ctsRootBufferMaster" unit="">sky130_fd_sc_hd__clkbuf_8</metric>
    <metric name="tritoncts_clock_tree" unit="">yes</metric>
    <metric name="cts_hold_repair.buffers" unit="">0</metric>
    <metric name="cts.repair_timing.setup_buffer_count" unit="">0</metric>
  </group>
  <group name="critical_path">
    <metric name="cp_slowest_stage_delay" unit="ns">0.47</metric>
    <metric name="timing.critical_path.from_type" unit="">input port</metric>
    <metric name="path_max_fanout" unit="">4</metric>
    <metric name="worst_ep_arrival_time" unit="ns">1.32</metric>
    <metric name="crit_required" unit="ns">1.44</metric>
    <metric name="cell_type_with_the_highest_occurrence_count_on_the_critical_path" unit="">sky130_fd_sc_hd__inv_1</metric>
    <metric name="endpoint_kind" unit="">primary output</metric>
    <metric name="worst-path-buf-inv" unit="">4</metric>
    <metric name="crit_family" unit="">buffers and inverters</metric>
    <metric name="path_cells" unit="">dlygate4sd2_1, inv_1, nand2_1, inv_1, clkdlybuf4s50_1</metric>
    <metric name="criticalPathCategory" unit="">input port to primary output</metric>
    <metric name="cpMaxStageDelayCell" unit="">sky130_fd_sc_hd__clkdlybuf4s50_1</metric>
  </group>
  <group name="global_route">
    <metric name="grt_remaining_overflow" unit="">0</metric>
    <metric name="grt_first_pass_wirelength" unit="µm">3719</metric>
    <metric name="first_global_vias" unit="">884</metric>
    <metric name="number_of_antenna_violations_at_the_first_check_in_global_routing" unit="">0</metric>
    <metric name="global_route.usage.total" unit="">0.03670</metric>
    <metric name="maximum_number_of_pins_on_one_net_before_global_route_repair" unit="">26</metric>
  </group>
  <group name="timing">
    <metric name="maxSlewHeadroom" unit="">0.5795</metric>
    <metric name="finalSetupViolations" unit="">0</metric>
    <metric name="unclocked_pins" unit="">20</metric>
    <metric name="slew_violations" unit="">0</metric>
    <metric name="grt_setup_unrepaired" unit="">no</metric>
    <metric name="unconstrained_endpoints" unit="">20</metric>
    <metric name="timing.clock.skew" unit="ns">0.002307</metric>
    <metric name="final.setup.worst_slack" unit="ns">0.1175</metric>
    <metric name="slew_of_the_pin_with_the_lowest_slew_margin" unit="ns">0.6298</metric>
    <metric name="hold_ws" unit="ns">0.4635</metric>
    <metric name="layout_min_cycle_time" unit="ns">1.683</metric>
    <metric name="hold_viol" unit="">0</metric>
    <metric name="max_freq" unit="MHz">594.3</metric>
    <metric name="layout_worst_path_cycle_share" unit="">0.9347</metric>
  </group>
  <group name="final_layout">
    <metric name="final_design_area_no_fill" unit="µm²">1578</metric>
    <metric name="drive_above_1_share" unit="">0.09524</metric>
    <metric name="layout.filler_cells" unit="">801</metric>
    <metric name="finish.utilization" unit="">0.2187</metric>
    <metric name="final-seq-area" unit="µm²">661.9</metric>
    <metric name="comb_area" unit="µm²">613.1</metric>
    <metric name="syn_to_final_growth" unit="%">19.41</metric>
  </group>
  <group name="floorplanning">
    <metric name="placementRows" unit="">31</metric>
    <metric name="die_height" unit="µm">106</metric>
    <metric name="top_level_pins" unit="">16</metric>
    <metric name="core_area" unit="µm²">7214</metric>
    <metric name="initial_utilization" unit="">0.1831</metric>
    <metric name="die_x" unit="µm">106</metric>
    <metric name="chip_area" unit="µm²">11240</metric>
  </group>
  <group name="detailed_routing">
    <metric name="antenna_cells" unit="">0</metric>
    <metric name="firstDrtPassIters" unit="">4</metric>
    <metric name="drt-initial-drc-count" unit="">49</metric>
    <metric name="detail_route.drc_violations" unit="">0</metric>
    <metric name="finalWirelength" unit="µm">2088</metric>
    <metric name="routed_wire_length_per_instance" unit="µm">8.488</metric>
    <metric name="viasPerCell" unit="">3.740</metric>
    <metric name="vias" unit="">920</metric>
    <metric name="route.antenna.remaining_nets" unit="">0</metric>
  </group>
  <group name="job">
    <metric name="drv_cap" unit="">0</metric>
    <metric name="tool_warnings" unit="">34</metric>
  </group>
  <group name="placed_design">
    <metric name="place.gp.congestion" unit="">0.7683</metric>
    <metric name="place.detailed.hpwl" unit="µm">1599</metric>
    <metric name="postPlaceCellArea" unit="µm²">1548</metric>
    <metric name="portBuffers" unit="">7</metric>
    <metric name="place_ws" unit="ns">-0.3944</metric>
  </group>
  <group name="min_path">
    <metric name="worstHoldPathType" unit="">flop to flop</metric>
  </group>
</metrics>
final cells by class:
cell class              count  share of cell area
flip-flops and latches     28              0.4195
multi-input cells          93              0.3886
well taps                  99             0.07851
repair buffers             12             0.06106
clock buffers               3             0.02617
inverters                  11             0.02617
through the flow:
stage,setup TNS [ns],std cells
floorplan,0,133
global placement,-0.5183,243
detailed placement,-0.5379,243
CTS,0,246
global route,0,246
finish,0,246
path summary, 6_finish.rpt:
kind | from | to | slack, ns | depth (start not counted)
worst max-delay path | reset | sync | 0.12 | 5
worst max register to register | inst_freq_div.counter[0] | inst_freq_div.counter[3] | 0.50 | 5
worst min-delay path | inst_freq_div.counter[0] | inst_freq_div.counter[0] | 0.46 | 1
worst min register to register | inst_freq_div.counter[0] | inst_freq_div.counter[0] | 0.46 | 1
flip-flops by register name (all words and copies together), names as in the netlist:
| signal | count |
|---|---|
| bit_counter_ff | 5 |
| counterA_ff | 3 |
| counterD_ff | 2 |
| current_state | 3 |
| inst_freq_div.counter | 7 |
| inst_freq_div.osc_12 | 1 |
| sync_counter_ff | 7 |
worst register-to-register path, cell delays in order, from the launching register on:
cell                      delay (ns)
sky130_fd_sc_hd__dfxtp_1        0.32
sky130_fd_sc_hd__inv_1          0.06
sky130_fd_sc_hd__ha_1           0.15
sky130_fd_sc_hd__nand4_1        0.11
sky130_fd_sc_hd__o21ai_1        0.44
sky130_fd_sc_hd__nor2_1         0.09
placed cells by master (no fill, tap or decap), drive strengths merged, types with 2 or more instances in the layout:
cell          n
a21oi         6
nand3         7
buf           6
nor2         20
and2          2
ha            8
dlygate4sd2   5
nand2        12
or3           5
inv          11
xor2          4
o21ai         9
clkbuf        3
dfrtp        19
nand4         2
xnor2         6
dfxtp         8
mux2i         2
logic make-up (layout without fill, tap and decap cells):
kind of cell	count (synthesis)	in the layout	synth area share
xor gates and xnor gates	10	10	0.06628
muxes	3	3	0.03220
DFF	28	28	0.5010
buffers and inverters	12	26	0.03503
AOI/OAI and AO/OA	22	22	0.1155
adders and majority gates	8	8	0.07576
and+or+nand+nor	50	50	0.1742
power by group through the flow:
stage	logic [mW]	registers, mW	clock network, mW
global route	0.0558	0.190	0.225
CTS	0.0497	0.189	0.213
finish	0.0483	0.189	0.206
layer usage:
| layer | global-route usage | vias to the layer above | part of all wire |
|---|---|---|---|
| li1 | - | 482 | - |
| met1 | 0.05083 | 432 | 0.51 |
| met2 | 0.06184 | 4 | 0.47 |
| met3 | 0.006116 | 2 | 0.015 |
| met4 | 0.001934 | 0 | 0.0019 |
| met5 | 0 | - | 0 |
Power and IR drop assume default switching activity.
