==> /design/flow/run.sh <==
#!/bin/bash
# OpenROAD 26Q1-2900-gdf79404cd8, Yosys 0.63+post, stock flow scripts
make -C /OpenROAD-flow-scripts/flow DESIGN_CONFIG=/design/flow/config.mk WORK_HOME=/design/flow/orfs finish
==> /design/flow/config.mk <==
export PLATFORM = sky130hd
export DESIGN_NAME = decodificador_pt2272
export DESIGN_NICKNAME = decodificador_pt2272
export VERILOG_FILES = /design/flow/design.v
export SDC_FILE = /design/flow/constraint.sdc
export NUM_CORES = 4
export LEC_CHECK = 1
export CORE_UTILIZATION = 30
export SYNTH_HDL_FRONTEND = slang
==> /design/flow/constraint.sdc <==
current_design decodificador_pt2272

set clk_period 2.4
set clk_io_pct 0.2

create_clock -name clk0 -period $clk_period [get_ports {clk}]

set non_clock_inputs [all_inputs -no_clocks]
set_input_delay [expr $clk_period * $clk_io_pct] -clock clk0 $non_clock_inputs
set_output_delay [expr $clk_period * $clk_io_pct] -clock clk0 [all_outputs]
==> /design/flow/design.v <==
module clock_12k (
	input logic clk,
	input logic reset,
	output logic osc_12
	);
	logic [6:0] counter;
	always_ff @(posedge clk) begin
    if (reset) begin
      osc_12 <= 1'b1;
      counter <= 1'b0;
    end else begin
      if (counter == 8'd124) begin
        counter <= 1'b0;
        osc_12 <= ~osc_12;
      end else begin
        counter <= counter + 1'b1;
      end
    end
  end
endmodule
module comp_endereco(
input [7:0] A, 		 
output reg [7:0] A_01, 	 
output reg [7:0] A_F   	 
);
integer i;
always_comb
begin
	for(i=0; i<8; i=i+1)
	begin
		if(A[i]===1'bz)
		begin
			A_01[i]=1'bx;
			A_F[i] =1'b1;
		end
		else
		begin
			A_01[i]=A[i];
			A_F[i] =1'b0;
		end
	end
end
endmodule
module decodificador_pt2272(
	input clk,  
	input reset,  
	input [7:0] A,  
	input cod_i,   
	output logic [3:0] D,  
	output logic dv        
);	
	logic [7:0] A_01, A_F, A_01_s, A_F_s, A_01_ff, A_F_ff, A_01_new;
	clock_12k inst_freq_div (.clk(clk), .reset(reset), .osc_12(osc_12));
	comp_endereco inst_comp_endereco (.A(A), .A_01(A_01), .A_F(A_F));
	logic [3:0] D_s;
	logic dv_s;
	localparam logic [0:31] Bit_0 = 32'b1111_0000_0000_0000_1111_0000_0000_0000;
	localparam logic [0:31] Bit_1 = 32'b1111_1111_1111_0000_1111_1111_1111_0000;
	localparam logic [0:31] Bit_F = 32'b1111_0000_0000_0000_1111_1111_1111_0000;
	localparam logic [0:31] Bit_SYNC1 = 32'b1111_0000_0000_0000_0000_0000_0000_0000;
	typedef enum logic [3:0] {DEC_A, DEC_D, DEC_SYNC} state;
	state current_state, next_state;
	logic [31:0] regSign;  
	logic [4:0] regSignCount_s, regSignCount_ff;  
	logic [3:0] counterA_s, counterA_ff;
	logic [2:0] counterD_s, counterD_ff;
	logic [2:0] counterSync_s, counterSync_ff;
	logic [3:0] registerD_s, registerD_ff;
  	always_ff @(posedge osc_12 or posedge reset) begin
  		if(reset) begin
  			 counterA_ff <= 1'b0;
  			 regSignCount_ff <= 0;
  			 counterSync_ff <= 0;
  			 counterD_ff <= 3;
  			 D <= 0;
  			 regSign <= 31'b0;
  			 dv <= 0;
			 registerD_ff <= 3'b0;
			 current_state <= DEC_A;
  		end else begin
  			 regSignCount_ff <= regSignCount_s;
  			 counterA_ff <= counterA_s;
  			 counterD_ff <= counterD_s;
  			 counterSync_ff <= counterSync_s;
  			 A_F_ff <= A_F_s;
  			 A_01_ff <= A_01_s;
			 registerD_ff <= registerD_s;
  			 if (dv_s) begin
  			 	D <= D_s;
  			 end
  			 dv <= dv_s;
  			 regSign <= {regSign[30:0], cod_i};
			 current_state <= next_state;
  		end
  	end
  	always_comb begin 
  		if(reset) begin
  			next_state = DEC_A;
  			counterA_s = 0;
  			counterD_s = 3;
  			counterSync_s = 0;
  			regSignCount_s = 0;
  			D_s = 0;
  			dv_s = 0;
			A_F_s = 0;
			registerD_s = 0;
			A_01_s = 0;
  		end else begin
  			next_state = current_state;
  			counterA_s = counterA_ff;
  			counterD_s = counterD_ff;
  			counterSync_s = counterSync_ff;
  			regSignCount_s = regSignCount_ff;
			registerD_s = registerD_ff;
  			A_01_s = A_01_ff;
  			A_F_s = A_F_ff;
  			D_s = D;
  			dv_s = 0;
  			case (current_state)
  				DEC_A: begin
  					counterA_s  = counterA_ff;  			
                	if (counterA_ff == 0) begin
                		if (regSign == Bit_0 || regSign == Bit_1 || regSign == Bit_F) begin
	                        counterA_s = counterA_ff + 1;
	                        A_F_s[counterA_ff] = (regSign == Bit_F) ? 1'b1 : 1'b0;
	                        A_01_s[counterA_ff] = (regSign == Bit_1) ? 1'b1 : 1'b0;
	                    end else begin
	                    	next_state = DEC_A;
	                    	counterA_s = 0;	                    	
	                    end
                	end else if (counterA_ff <= 7) begin
                		regSignCount_s = regSignCount_ff + 1;
                		if (regSignCount_ff == 31) begin          
		                    if (regSign == Bit_0 || regSign == Bit_1 || regSign == Bit_F) begin
		                        counterA_s = counterA_ff + 1;
		                        A_F_s[counterA_ff] = (regSign == Bit_F) ? 1'b1 : 1'b0;
	                        	A_01_s[counterA_ff] = (regSign == Bit_1) ? 1'b1 : 1'b0;
	                        	if (counterA_ff == 7) begin
					            	next_state = DEC_D;
					            	counterA_s = 0;
			                	end
		                    end else begin
	                    	next_state = DEC_A;
	                    	counterA_s = 0;
	                    end
		                end
		            end
		        end 
  				DEC_D: begin
  					regSignCount_s = regSignCount_ff + 1;
  					counterD_s  = counterD_ff;
  					if (regSignCount_ff == 31) begin
  						counterD_s = counterD_ff - 1;
  						if (regSign == Bit_0 || regSign == Bit_1) begin
  							registerD_s[counterD_ff] = (regSign == Bit_1) ? 1'b1 : 1'b0;
  						end else begin
  							next_state = DEC_A;
  							counterD_s = 3;
  						end  						
  					end	
  					if (counterD_ff == 0 && regSignCount_ff == 31) begin
			            next_state = DEC_SYNC;
			            counterD_s = 3;
			         end
			    end
			    DEC_SYNC: begin
			    	regSignCount_s = regSignCount_ff + 1;
			    	if (counterSync_ff == 0 && regSignCount_ff == 31) begin
			    		if (regSign == Bit_SYNC1) begin
			    			counterSync_s = counterSync_ff + 1;
			    		end else begin
	                    	next_state = DEC_A;
	                    	counterSync_s = 0;	                    	
	                    end
			    	end else if (counterSync_ff <= 3 && regSignCount_ff == 31) begin
			    		if (regSign == 0) begin
			    			counterSync_s = counterSync_ff + 1;
			    		end 
			    	end 
			    	if (counterSync_ff == 3 && regSignCount_ff == 31) begin
			    		counterSync_s = 0;
			    		for (int i = 0; i < 8; i++) begin
			    		if (A_F[i] == 1'b1) begin
			    			A_01_new[i] = 0;
			    		end else if (A_01[i] == 1) begin
			    			A_01_new[i] = 1;
			    		end else
			    			A_01_new[i] = 0;
			    	end
			    	if (A_01_new == A_01_ff && A_F_ff == A_F) begin
			    		D_s = registerD_s;
			    		dv_s = 1;
			    	end
			    	next_state = DEC_A;
			    	end
			    end
  			endcase
  		end
  	end
endmodule
==> results.txt <==
Physical implementation.

- The run finished with clean final reports.
- The post-synthesis instance total is 359.
- The total via count in the routed design is 2630.
- For hold timing, the worst endpoint is inst_freq_div.counter[0].
- The relative slew slack is 0.522.
- Based on the critical path, the design can be clocked at up to 740 MHz.
- The yosys stat chip area is 3830 um^2.
- The area of the core region is 12200 um^2.
- 16 I/O pins were placed.
- The clock transition at the registers of the reported paths is 30 ps.
- After clock tree synthesis, the repair step resized 0 gates.
- The via count of the first global-routing pass is 2533.
- The leakage power in the latest report is 0.00162 uW.
- The detailed placement HPWL is 4810 um.
- The floorplan utilization is 0.314.
- The count of unresolved DRC violations after routing is 0.
- The utilization after layout is 0.341.
- The library cells used most frequently in the layout, excluding fill and tap cells, are sky130_fd_sc_hd__dfrtp_1, sky130_fd_sc_hd__nand2_1, sky130_fd_sc_hd__nor2_1, sky130_fd_sc_hd__nand3_1, sky130_fd_sc_hd__o21ai_0.
- The final timing report lists a hold violation count of 0.
- The mean area per synthesized cell is 10.7 um^2.
- The endpoint class of the critical path is a flop.
- Looking at the max-slew report, the worst-margin pin has a slew of 717 ps.
- The routed wire length is 6720 um.
- The report shows a maximum critical-path fanout of 7.
- STA classifies the critical path startpoint as a flop.
- For the worst min-delay path, the startpoint reported by OpenROAD is inst_freq_div.counter[0].
- Walking the worst path, the cells encountered are inv_1 -> ha_1 -> and4_1 -> or2_2 -> nor2_1.
- During synthesis, Yosys emitted a total of 0 warnings.
- For this run, the register share of the synthesized area comes to 0.553.
- The logs give a warning total of 40.
- The synthesized design contains 16 enable-type register cells.
- The final report lists the setup-violating endpoint count as 0.
- Among all flip-flop cells after synthesis, the most frequent one is sky130_fd_sc_hd__dfrtp_1.
- For this run, global-route usage on met2 was measured as 0.178.
- The worst register-to-register path depth is 5.
- The CTS tree is built.
- The most common library cell in the layout ignoring fill and taps is sky130_fd_sc_hd__dfrtp_1.
- The total clock buffers created by CTS is 3.
- The routing usage on met3 is 0.00214.
- The die is 115 um wide.
- Setup repair after global routing left no endpoint under its margin.
- During placement, the flow inserted port buffers numbering 7.
- The area growth from synthesis to final layout is 8.71%.
- The initial antenna violation count is 0.
- The cell count of the worst hold path is 1.
- Setup slack on the worst reg-to-reg path comes out at 1050 ps.
- Per the skew report, the later register of the worst-skew pair sees a clock latency of 230 ps.
- The launch point of the worst register-to-register path is recorded as inst_freq_div.counter[0].
- Yosys stat counts 359 cells in the synthesized netlist.
- 96 endpoints have no timing constraint.
- The placed instance count is 522.
- The number of nets with antenna violations after detailed routing is 0.
- The final layout report lists a filler cell count of 1236.
- The total of flip-flops plus latches after synthesis is 83.
- The capture instance of the worst register-to-register path is inst_freq_div.counter[4].
- The worst IR drop on VDD is 0.413 mV.
- The timer found 75 register pins that no clock reaches; their paths are not timed.
- The ratio of cells with drive above 1 in the final layout is 0.0728.
- The most crowded layer after global routing is met1.
- The number of placement rows is 40.
- From bottom edge to top edge, the die measures 115 um.
- The final clock skew is 0.764 ps.
- On the final layout, the worst hold slack is 470 ps.
- The max-slew violation count is 0.
- The critical path's slowest cell is sky130_fd_sc_hd__dfxtp_1.
- In the global route stage, met1 resource usage came out at 0.194.
- In the log, the iteration count for the first detailed-route pass is 4.
- In this run the maximum-capacitance check reported violations numbering 0.
- Total global-route track usage over all layers is 0.115.
- In this design, the stage delay of the slowest critical-path cell is 380 ps.
- The critical path is of the flop to flop type.
- Per the CTS log, the root buffer master is sky130_fd_sc_hd__clkbuf_16.
- The cell area that synthesis handed to floorplanning was 3830 um^2.
- The first-pass GRT wire length is 12200 um.
- The post-synthesis cell type count is 53.
- CTS reports a maximum clock tree buffer depth of 2.
- The final timing summary puts the cycle share of the worst path at 0.563.
- The final layout reports a setup TNS of 0 ps.
- Buffers inserted to repair hold after CTS numbered 0.
- The global placement routability congestion is 0.843.
- The worst endpoint data arrival time is 1510 ps.
- The repair_antennas step left the layout with diodes totalling 0.
- The maximum number of pins on one net before global-route repair is 76.
- The required time reported for the critical path endpoint is 2560 ps.
- The script logs the mean routed wire length per placed instance as 12.8 um.
- The number of cells in the finished layout apart from fillers is 525.
- Summed over all layers, the global routing overflow is 0.
- The number of DRC markers after the initial detailed-route iteration is 242.
- Once the clock tree was built, the setup fixing pass inserted 0 buffers.
- Yosys reported that registers with async set or reset make up 0.711.
- The maximum level of the CTS H-tree is 1.
- According to the floorplan report, the total die area is 13200 um^2.
- The worst path in the final design needs a cycle of 1350 ps, including I/O delays and setup.
- The average vias per placed instance is 5.01.
- Per the summary, power density relative to cell area is 117 nW/um^2.
- STA reports the tightest min-delay check as being of type flop to flop.
[layer usage]
layer  vias to the layer above  wire, um
met1                      1280      3500
met2                        34      3050
li1                       1310         -
met3                         6       100
met5                         -         0
met4                         0        68
[registers in the layout, summed over array words and instances, names as in the netlist]
signal                 flops
A_01_ff                    8
A_F_ff                     8
D                          4
counterA_ff                4
counterD_ff                3
counterSync_ff             3
current_state              3
dv                         1
inst_freq_div.counter      7
inst_freq_div.osc_12       1
regSign                   32
regSignCount_ff            5
registerD_ff               4
[Yosys cell counts, types with 3 or more instances]
library cell	count	area, um^2
sky130_fd_sc_hd__nand2_1	39	146
sky130_fd_sc_hd__nor2_1	22	82.6
sky130_fd_sc_hd__inv_1	12	45.0
sky130_fd_sc_hd__or2_2	3	18.8
sky130_fd_sc_hd__o21ai_0	20	100
sky130_fd_sc_hd__or4_1	5	37.5
sky130_fd_sc_hd__nand3_1	22	110
sky130_fd_sc_hd__nor2b_1	7	43.8
sky130_fd_sc_hd__mux2_2	3	33.8
sky130_fd_sc_hd__o211ai_1	7	52.6
sky130_fd_sc_hd__dfstp_2	3	78.8
sky130_fd_sc_hd__mux2i_1	9	90.1
sky130_fd_sc_hd__nand4_1	12	75.1
sky130_fd_sc_hd__o2111ai_1	6	52.6
sky130_fd_sc_hd__clkbuf_1	15	56.3
sky130_fd_sc_hd__edfxtp_1	16	480
sky130_fd_sc_hd__and3_1	5	31.3
sky130_fd_sc_hd__o22ai_1	4	25.0
sky130_fd_sc_hd__xor2_1	7	61.3
sky130_fd_sc_hd__dfxtp_1	8	160
sky130_fd_sc_hd__o32ai_1	3	26.3
sky130_fd_sc_hd__a2bb2oi_1	3	26.3
sky130_fd_sc_hd__a21oi_1	14	70.1
sky130_fd_sc_hd__nor4_1	6	37.5
sky130_fd_sc_hd__ha_1	15	188
sky130_fd_sc_hd__dfrtp_1	56	1400
[cells by family (layout without fill, tap and decap cells)]
kind of cell             count (synthesis)  after routing  synth area share
AND/OR/NAND/NOR                        140            140             0.197
XOR/XNOR                                 9              9            0.0206
buffers and inverters                   31             29            0.0307
multiplexers                            12             12            0.0323
flip-flops                              83             83             0.553
adder cells (fa/ha/maj)                 15             15            0.0490
AND-OR/OR-AND                           69             69             0.117
[final cells by class]
type	instances	area, um^2	share of cell area
well taps	168	210	0.0504
inverters	13	50.0	0.0120
multi-input cells	245	1600	0.383
repair buffers	13	115	0.0276
flip-flops and latches	83	2120	0.509
clock buffers	3	75.1	0.0180
[worst max-delay path by stage]
| stage | from | to | slack (ps) | cells after the start |
|---|---|---|---|---|
| 4_1_cts | inst_freq_div.counter[0] | inst_freq_div.counter[3] | 1050 | 5 |
| 5_1_grt | inst_freq_div.counter[0] | inst_freq_div.counter[6] | 920 | 5 |
| 6_report | inst_freq_div.counter[0] | inst_freq_div.counter[4] | 1050 | 5 |
[through the flow]
step                      power, uW  setup slack (ps)  area [um^2]
after floorplan                 200              90.2         3830
after global routing            511               925         4170
after global placement          217               924         4090
final                           486              1050         4170
after CTS                       495              1050         4170
after detailed placement        219               926         4090
[report_power, final]
| group | switching (uW) | leakage (uW) | internal (uW) |
|---|---|---|---|
| Sequential | 4.58 | 0.000972 | 143 |
| Clock | 56.1 | 0.0000370 | 214 |
| Combinational | 49.5 | 0.000611 | 18.3 |
| Total | 110 | 0.00162 | 376 |
[critical path: cells and delay by family (launching register included)]
family                   cells  cell delay [ps]
adder cells (fa/ha/maj)      1              190
flip-flops                   1              380
buffers and inverters        1               60
AND/OR/NAND/NOR              3              640
Power figures rest on the tool's default switching activity, not on a simulated workload.
